$ cat ./config.mk
export PLATFORM = sky130hd
export DESIGN_NAME = counter
export DESIGN_NICKNAME = counter
export VERILOG_FILES = /design/flow/design.v
export SDC_FILE = /design/flow/constraint.sdc
export NUM_CORES = 4
export LEC_CHECK = 1
export CORE_UTILIZATION = 30
$ cat ./constraint.sdc
current_design counter

set clk_period 5.5
set clk_io_pct 0.2

create_clock -name clk0 -period $clk_period [get_ports {i_clk}]

set non_clock_inputs [all_inputs -no_clocks]
set_input_delay [expr $clk_period * $clk_io_pct] -clock clk0 $non_clock_inputs
set_output_delay [expr $clk_period * $clk_io_pct] -clock clk0 [all_outputs]
$ cat ./design.v
module counter ( 
  i_clk,
  i_sclr,
  i_cin,
  o_cnt
  );
  input i_clk;
  input i_sclr;
  input i_cin;
  output reg [39:0] o_cnt = 0;
always @(posedge i_clk) begin 
  if (i_sclr == 1'b1)   
    o_cnt <= 0;
  else if (i_clk && i_cin)  
    o_cnt <= o_cnt + 1;
end 
endmodule
$ cat ./run.sh
#!/bin/bash
# OpenROAD 26Q1-2900-gdf79404cd8, Yosys 0.63+post, stock flow scripts
make -C /OpenROAD-flow-scripts/flow DESIGN_CONFIG=/design/flow/config.mk WORK_HOME=/design/flow/orfs finish
==> flow_summary.json <==
{
  "antenna_found_initial": 0,
  "p_per_area_nw_per_um2": 244,
  "logic_area_um2": 1070,
  "synthArstFlopShare_pct": 0,
  "insertion_delay_ns": 0.39,
  "skew_ns": 0.0110,
  "fp_util_pct": 31.0,
  "largest_reg_flops": 40,
  "warning_count": 132,
  "num_antenna_cells": 0,
  "final_hold_viol_count": 0,
  "drtIter0Drc": 169,
  "dr_total_vias": 2087,
  "worst-endpoint-required_ns": 5.78,
  "outcome": "complete, no violations",
  "ys_top_cells_by_count": "dfxtp_1 (40), nor2_1 (23), a21oi_1 (19), nand4_1 (15)",
  "crit_type": "clock port to flop",
  "gp_congestion": 0.738,
  "r2r_setup_slack_ns": 3.16,
  "coreArea_um2": 6310,
  "post_dp_cell_area_um2": 2420,
  "post-route-cell-area_um2": 3170,
  "io_buffers": 42,
  "startpoint": "i_clk",
  "fin_setup_tns_ns": 0,
  "path_buffers": 9,
  "dieArea_um2": 6860,
  "ys_cells": 235,
  "cts_hold_buf": 0,
  "avgSynthCellArea_um2": 8.34,
  "synth_seq_share_pct": 40.9,
  "cp_cell_sequence": "clkbuf_8 -> clkbuf_8 -> clkbuf_8 -> clkbuf_8 -> clkbuf_8 -> and4_1 -> clkbuf_8 -> clkbuf_8 -> nand4_1 -> clkbuf_8 -> clkbuf_8 -> nor4_1 -> mux2_2",
  "cts_resized": 0,
  "grt_max_degree": 51,
  "worst_pin_slew_ns": 0.536,
  "worstPathArrival_ns": 4.54,
  "cp_common_cell": "clkbuf_8",
  "drt_wl_total_um": 5510,
  "drc": 0,
  "tritoncts": "done",
  "r2r_cells": 4,
  "dr.pass1.iters": 4,
  "critPathMaxStageDelay_ns": 0.29,
  "reg_top3": "o_cnt: 40 flops",
  "grt_pass1_vias": 2579,
  "syn-cell-area_um2": 1960,
  "r2r_start": "o_cnt[12]$_SDFFE_PP0P_",
  "rows": 29,
  "cp_max_fo": 5,
  "yosysWarningCount": 1,
  "gr-total-overflow": 0,
  "cap_violations": 0,
  "cts.clk_slew.worst_paths_ns": 0.08,
  "ir_worst_vdd_uv": 219,
  "crit_path_end_kind": "flop",
  "top_area_share_pct": 40.9,
  "die_h_um": 82.8,
  "die_w_um": 82.8,
  "relSlewSlack_pct": 64.3,
  "routed_via_density": 5.27,
  "dp.final_hpwl_um": 2900,
  "hp-class": "clock port to flop",
  "hold_end": "o_cnt[1]$_SDFFE_PP0P_",
  "ant_nets": 0,
  "hold_start": "i_clk",
  "track_usage_pct": 17.3,
  "area_growth_pct": 61.7,
  "path_delay_family": "buffers and inverters",
  "edf_count": 0,
  "cts_setup_buffers": 0,
  "slowest_stage": "mux2_2",
  "final-setup-viol-count": 0,
  "ys_area_um2": 1960,
  "min_path_cells": 7,
  "rsz0062_at_grt": "false",
  "fillers": 558,
  "avgRoutedWirePerCell_um": 13.9,
  "postSynthCellCount": 235,
  "finalMaxSlewViolations": 0,
  "drive_above_1_share_pct": 18.8,
  "synth_flops": 40,
  "leakagePower_nw": 1.13,
  "synthDominantAreaCellType": "dfxtp_1",
  "flop_area_um2": 801,
  "ys_types": 25,
  "flop_cell": "dfxtp_1",
  "top_cell": "dfxtp_1",
  "fin_util_pct": 50.2,
  "top_cells_by_area": "dfxtp_1 (41%), mux2_2 (5.7%), or4_1 (5.0%), a21oi_1 (4.9%), nand4_1 (4.8%)",
  "largest-register": "o_cnt",
  "io_pins": 43,
  "reg2reg_to": "o_cnt[36]$_SDFFE_PP0P_",
  "grt_pass1_wl_um": 9130,
  "cp-start-kind": "clock port"
}
layer usage:
layer | global-route usage (%) | vias up | routed length [um]
li1 | - | 1020 | -
met1 | 17.0 | 933 | 2480
met2 | 16.1 | 119 | 2260
met3 | 21.8 | 15 | 677
met4 | 16.8 | 0 | 94
met5 | 0.758 | - | 0
worst max-delay path by stage:
stage                       endpoint  slack, ns  depth (start not counted)
finish        o_cnt[37]$_SDFFE_PP0P_       1.24                         13
CTS           o_cnt[37]$_SDFFE_PP0P_       1.22                         13
global route  o_cnt[37]$_SDFFE_PP0P_       1.19                         13
worst min-delay path, stage by stage:
cell and delay [ns]:
clkbuf_8 0.10, clkbuf_8 0.11, clkbuf_8 0.11, clkbuf_8 0.12, clkbuf_8 0.11, nand3_1 0.07, a21oi_1 0.12
logic make-up after synthesis:
kind of cell    count (synthesis)  synth area share (%)
compound gates                 37                  11.0
flops                          40                  40.9
fa+ha+maj                       1                 0.638
simple gates                  115                  32.6
xor+xnor                       11                  4.92
mux                            10                  5.75
buf+inv                        21                  4.28
cell usage in the layout, fill, tap and decap left out:
cell | netlist | layout
nor4_1 | 3 | 3
and4_1 | 7 | 7
nand4_1 | 15 | 15
nand3_1 | 13 | 13
bufinv_8 | 0 | 1
clkbuf_8 | 0 | 44
buf_4 | 1 | 1
or4_1 | 13 | 13
o21ai_0 | 6 | 6
inv_1 | 6 | 6
clkbuf_1 | 12 | 6
mux2_2 | 10 | 10
bufinv_16 | 0 | 3
clkinv_1 | 0 | 1
o31ai_1 | 12 | 12
a21oi_1 | 19 | 19
and2_1 | 2 | 2
ha_1 | 1 | 1
nor3_1 | 7 | 7
clkdlybuf4s50_1 | 0 | 42
xnor2_1 | 2 | 2
inv_4 | 0 | 1
nor2b_1 | 8 | 8
or3_1 | 7 | 7
nor2_1 | 23 | 23
xor2_1 | 9 | 9
and3_1 | 4 | 4
dfxtp_1 | 40 | 40
nand2_1 | 13 | 13
stage by stage:
stage	power (W)	hold slack (ns)	cells	setup slack [ns]
global placement	0.000333	0.197	340	1.81
CTS	0.000783	0.389	396	1.22
floorplan	0.000321	0.197	235	1.70
detailed placement	0.000333	0.197	340	1.81
finish	0.000772	0.373	396	1.24
global route	0.000810	0.410	396	1.19
where the power goes:
group / switching, W / leakage [nW] / internal (W)
registers: 0.00000559 / 0.322 / 0.000293
logic: 0.00000855 / 0.250 / 0.00000952
clock network: 0.000150 / 0.562 / 0.000305
cell type report:
type                    instances  area share (%)
well taps                      77            3.04
inverters                       6           0.711
clock inverters                 6            3.71
repair buffers                 43            13.5
clock buffers                  50            19.8
multi-input cells             174            33.9
flip-flops and latches         40            25.3
Power is estimated from default activity; no workload was simulated.
