<file path="flow/design.v">
module segment_7
  (
   i_hexa,
   i_dp,
   i_blank,
   o_leds,
   );
 input [3:0]      i_hexa;  
 input            i_dp;  
 input            i_blank;  
 output reg [7:0] o_leds;  
always @(*) begin 
  case({i_blank, i_hexa})
	{1'b0, 4'h0} :	o_leds[6:0] = 8'b1000000; 	 
	{1'b0, 4'h1} :	o_leds[6:0] = 8'b1111001;
	{1'b0, 4'h2} :	o_leds[6:0] = 8'b0100100;
	{1'b0, 4'h3} :	o_leds[6:0] = 8'b0110000;
	{1'b0, 4'h4} :	o_leds[6:0] = 8'b0011001;
	{1'b0, 4'h5} :	o_leds[6:0] = 8'b0010010;
	{1'b0, 4'h6} :	o_leds[6:0] = 8'b0000010;
	{1'b0, 4'h7} :	o_leds[6:0] = 8'b1111000;
	{1'b0, 4'h8} :	o_leds[6:0] = 8'b0000000;
	{1'b0, 4'h9} :	o_leds[6:0] = 8'b0011000;
	{1'b0, 4'hA} :  o_leds[6:0] = 8'b0001000;
	{1'b0, 4'hB} :	o_leds[6:0] = 8'b0000011;
	{1'b0, 4'hC} :	o_leds[6:0] = 8'b0100111;
	{1'b0, 4'hD} :	o_leds[6:0] = 8'b0100001;
	{1'b0, 4'hE} :	o_leds[6:0] = 8'b0000110;
	{1'b0, 4'hF} :	o_leds[6:0] = 8'b0001110; 
    {1'b1, 4'hx} :	o_leds[6:0] = 8'b1111111; 	 
	default      :  o_leds[7]   = i_dp & ~i_blank; 
  endcase 
end 
endmodule
</file>
<file path="flow/constraint.sdc">
current_design segment_7

set clk_period 2.0
set clk_io_pct 0.2

create_clock -name clk0 -period $clk_period

set non_clock_inputs [all_inputs -no_clocks]
set_input_delay [expr $clk_period * $clk_io_pct] -clock clk0 $non_clock_inputs
set_output_delay [expr $clk_period * $clk_io_pct] -clock clk0 [all_outputs]
</file>
<file path="flow/config.mk">
export PLATFORM = sky130hd
export DESIGN_NAME = segment_7
export DESIGN_NICKNAME = segment_7
export VERILOG_FILES = /design/flow/design.v
export SDC_FILE = /design/flow/constraint.sdc
export NUM_CORES = 4
export LEC_CHECK = 1
export CORE_AREA = 10 10 70 70
export DIE_AREA = 0 0 80 80
</file>
<file path="flow/run.sh">
#!/bin/bash
# OpenROAD 26Q1-2900-gdf79404cd8, Yosys 0.63+post, stock flow scripts
make -C /OpenROAD-flow-scripts/flow DESIGN_CONFIG=/design/flow/config.mk WORK_HOME=/design/flow/orfs finish
</file>
==> results.sh <==
# flow metrics
export IMPL_yosys_area_um2=246
export IMPL_top_area_cell="buf_6"
export IMPL_gp_congestion=0.696
export IMPL_timing_max_cap_violations=0
export IMPL_instances_no_fill=99
export IMPL_setup_ws_ps=49.2
export IMPL_compound_area_share_pct=46.7
export IMPL_hold_class="input pin to primary output"
export IMPL_layout_top_cell="buf_4"
export IMPL_grt_usage_pct=2.70
export IMPL_cp_slowest_cell="clkdlybuf4s50_1"
export IMPL_fin_area_um2=489
export IMPL_vias_per_cell=3.22
export IMPL_drv_slew=0
export IMPL_critical_path_max_stage_delay_ps=420
export IMPL_syn_inst=35
export IMPL_top_area_share_pct=13.7
export IMPL_seq_cell_count=0
export IMPL_crit_path_start_kind="input pin"
export IMPL_crit_chain="clkdlybuf4s15_2, buf_6, nand2b_4, nor2_1, a211o_1, clkdlybuf4s50_1"
export IMPL_hold_depth=5
export IMPL_core_mm2=0.00342
export IMPL_grt_max_degree=8
export IMPL_status="completed"
export IMPL_power_density_mw_per_mm2=183
export IMPL_die_h_um=80
export IMPL_crit_cells=6
export IMPL_cp_data_arrival_time_ps=1550
export IMPL_ys_types=21
export IMPL_dpl_cell_area_um2=428
export IMPL_grt_pass1_vias=309
export IMPL_ys_cells=35
export IMPL_drive_gt1_share_pct=47.2
export IMPL_power_leakage_nw=0.211
export IMPL_netlist_area_um2=246
export IMPL_peakVddDrop_uv=25.2
export IMPL_place_port_buffers=12
export IMPL_areaGrowthSynthToFinish_pct=98.5
export IMPL_ys_sh_mux_pct=0
export IMPL_final_cell_mix="buf_4 (7), o21ai_1 (4), dlymetal6s2s_1 (4), buf_6 (3), clkdlybuf4s15_2 (3)"
export IMPL_row_count=21
export IMPL_firstDrtPassIters=2
export IMPL_grt_pass1_wl_um=1470
export IMPL_hpwl_um=655
export IMPL_die_area_mm2=0.00640
export IMPL_flop_area_um2=0
export IMPL_drt_iter0_drc=1
export IMPL_clock_fmax_mhz=513
export IMPL_fillers=407
export IMPL_final_antenna_net_count=0
export IMPL_critPathTopFamily="buffers and inverters"
export IMPL_pre_cts_slack_ps=-382
export IMPL_synth_adder_area_share_pct=0
export IMPL_rsz0062_at_grt="yes"
export IMPL_crit_buf_inv=3
export IMPL_gr_total_overflow=0
export IMPL_worst_setup_path_type="input pin to primary output"
export IMPL_yosys_stat_seqShare_pct=0
export IMPL_synthXorXnorAreaFrac_pct=3.55
export IMPL_end_kind="primary output"
export IMPL_wl_per_cell_um=9.01
export IMPL_insertedDiodeCount=0
export IMPL_ys_warn_count=1
export IMPL_vias=319
export IMPL_fin_crit_ps=1950
export IMPL_period_used_pct=97.5
export IMPL_syn_area_per_cell_um2=7.04
export IMPL_die_w_um=80
export IMPL_netlist_top_cells_area="buf_6 (14%), o21ai_1 (10%), a211o_1 (7.1%), a211oi_1 (6.1%), buf_4 (6.1%)"
export IMPL_synth_logic_top_family="AND-OR/OR-AND gates"
export IMPL_clockBufferCount=0
export IMPL_drt_total_wl_um=892
export IMPL_antenna_found_initial=0
export IMPL_setup_viol=0
export IMPL_dp_cells=95
export IMPL_ios=14
export IMPL_cts_hold_buffers=0
export IMPL_fp_utilization_pct=7.22
export IMPL_final_hold_viol_count=0
export IMPL_drc=0
export IMPL_ys_sh_simple_pct=23.9
export IMPL_warnings=34
export IMPL_crit_fanout=6
export IMPL_critPathRequiredTime_ps=1600
==> worst paths after layout <==
path                       from         to  slack [ps]
worst max-delay path  i_hexa[2]  o_leds[4]          50
worst min-delay path  i_hexa[1]  o_leds[1]        1280
==> report_power, final <==
part / leakage (nW) / switching [W] / internal (W) / total, W
registers: 0 / 0 / 0 / 0
clock network: 0 / 0 / 0 / 0
logic: 0.211 / 0.0000362 / 0.0000532 / 0.0000894
==> synthesized netlist by cell type <==
master and number:
conb_1 1, a21oi_2 1, a21oi_1 2, buf_4 2
a211o_1 2, inv_1 2, xnor2_1 1, nor2_1 3
inv_2 1, a31oi_1 2, o21ai_1 5, a211oi_1 2
nand2b_4 1, buf_6 3, nand2_1 1, o21bai_1 1
nor3b_2 1, a311o_1 1, o22a_1 1, nor2b_1 1
and3_4 1
==> metrics by stage <==
| stage | TNS, ps | util, % | hold slack, ps | power, W |
|---|---|---|---|---|
| final | 0 | 14.3 | 1280 | 0.0000894 |
| after global routing | -30.5 | 14.3 | 1360 | 0.0000992 |
| after CTS | 0 | 13.8 | 1470 | 0.0000916 |
| after detailed placement | -2540 | 12.5 | 1940 | 0.0000840 |
| after global placement | -2450 | 12.5 | 1930 | 0.0000831 |
| after floorplan | 0 | - | 848 | 0.0000417 |
==> cell type report <==
type	instances	area, um2	area share (%)
Inverter	3	11.3	2.30
Multi-Input combinational cell	27	203	41.4
Tap cell	46	57.6	11.8
Timing Repair Buffer	23	218	44.5
==> cells by family (layout without fill, tap and decap cells) <==
| kind of cell | after synthesis | after routing |
|---|---|---|
| AND-OR/OR-AND | 17 | 17 |
| AND/OR/NAND/NOR | 8 | 8 |
| buffers and inverters | 8 | 26 |
| other | 1 | 1 |
| XOR/XNOR | 1 | 1 |
==> metal layers <==
layer  GRT usage (%)  share of wire, %  wire (um)
met1            3.43                45        400
met2            4.17                43        388
met3            1.48                12        103
met4               0                 0          0
met5               0                 0          0
==> timing repair <==
action | 4_1_cts | 5_1_grt
setup endpoints to repair | 7 | 5
endpoints found under the hold margin | 0 | 0
pin swaps | 1 | 2
gates cloned | 2 | 0
gates resized | 22 | 6
setup buffers | 2 | 0
==> tightest hold or removal path: cells and delay by family <==
kind | cells | cell delay [ps]
buffers and inverters | 2 | 220
AOI/OAI and AO/OA | 2 | 190
and+or+nand+nor | 1 | 80
No activity file was given, so power comes from the tool's default toggle rates.
