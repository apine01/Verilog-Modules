===== flow/design.v =====
module updown_t_counter 
  #(parameter BUS_WIDTH = 4)
  ( 
    i_clk,
	i_up_down,
    i_sclr,
    i_en,
    o_cnt
	);
  reg      dir;  
  reg      max;  
  input  i_clk;  
  input i_up_down;  
  input i_sclr;  
  input   i_en;  
  output reg [BUS_WIDTH-1:0] o_cnt = 0;   
initial 
  max = 2**(BUS_WIDTH) - 1;  
always @(posedge i_clk) begin
  if (i_up_down == 1'b1)
    dir = 1;
  else if (!i_up_down)
    dir = 0;
end 
always @(posedge i_clk) begin 
  if (i_sclr == 1'b1 && dir)          
    o_cnt <= 0;
  else if (i_sclr == 1'b1 && !dir)    
    o_cnt <= max; 
  else if (i_en && dir)               
    o_cnt <= o_cnt + 1;         
  else if (i_en && !dir)
    o_cnt <= o_cnt - 1;  
  else 
    o_cnt <= o_cnt;                   
  end 
endmodule

===== flow/constraint.sdc =====
current_design updown_t_counter

set clk_period 2.4
set clk_io_pct 0.2

create_clock -name clk0 -period $clk_period [get_ports {i_clk}]

set non_clock_inputs [all_inputs -no_clocks]
set_input_delay [expr $clk_period * $clk_io_pct] -clock clk0 $non_clock_inputs
set_output_delay [expr $clk_period * $clk_io_pct] -clock clk0 [all_outputs]

===== flow/config.mk =====
export PLATFORM = sky130hd
export DESIGN_NAME = updown_t_counter
export DESIGN_NICKNAME = updown_t_counter
export VERILOG_FILES = /design/flow/design.v
export SDC_FILE = /design/flow/constraint.sdc
export NUM_CORES = 4
export LEC_CHECK = 1
export CORE_AREA = 10 10 70 70
export DIE_AREA = 0 0 80 80

===== flow/run.sh =====
#!/bin/bash
# OpenROAD 26Q1-2900-gdf79404cd8, Yosys 0.63+post, stock flow scripts
make -C /OpenROAD-flow-scripts/flow DESIGN_CONFIG=/design/flow/config.mk WORK_HOME=/design/flow/orfs finish

==> impl_metrics.env <==
# yosys + openroad results
export IMPL_drc_errors=0
export IMPL_start_kind="input pin"
export IMPL_crit_fanout=3
export IMPL_yosys_area_um2=254
export IMPL_synth_seq_share=0.394
export IMPL_hold_depth=1
export IMPL_cts_buffers=3
export IMPL_fillers=401
export IMPL_final_comb_area_um2=154
export IMPL_overflow=0
export IMPL_fp_utilization=0.0744
export IMPL_ys_ff=5
export IMPL_die_w_um=80
export IMPL_reg2regPathDepth=6
export IMPL_drive_above_1_share=0.162
export IMPL_finalCriticalPeriod_ns=2.07
export IMPL_clock_sinks=5
export IMPL_final_hold_violation_count=0
export IMPL_min_from="dir"
export IMPL_lay_top_count="clkdlybuf4s50_1"
export IMPL_hold_class="reg -> reg"
export IMPL_drt_wl_total_um=550
export IMPL_grt_pass1_vias=224
export IMPL_holdBufCountCts=0
export IMPL_path_clk_slew_ns=0.04
export IMPL_rrSetupSlack_ns=0.71
export IMPL_grt_setup_unrepaired="false"
export IMPL_r2r_start="dir"
export IMPL_fin_ws_ns=0.331
export IMPL_power_density_nw_per_um2=660
export IMPL_crit_path_end_kind="register"
export IMPL_slowest_delay_ns=0.48
export IMPL_seq_area_um2=100
export IMPL_diodes=0
export IMPL_lay_top_cells="7 x clkdlybuf4s50_1, 5 x dfxtp_1, 4 x nor2_1"
export IMPL_vias=207
export IMPL_die_h_um=80
export IMPL_synth_cell_types=15
export IMPL_track_usage=0.0204
export IMPL_worst_slew_pin_slew_ns=0.207
export IMPL_cts_resized=0
export IMPL_viasPerCell=2.49
export IMPL_crit_path_top_delay_cell="clkdlybuf4s50_1"
export IMPL_crit_family="multiplexers"
export IMPL_boundaryPins=8
export IMPL_cts_buffer_depth=2
export IMPL_hold_path_end="o_cnt[0]"
export IMPL_power_leakage_nw=0.166
export IMPL_maxCapViolations=0
export IMPL_crit_path_cell_trace="clkdlybuf4s50_1 -> nand2_1 -> ha_1 -> a21o_1 -> a21oi_2 -> mux2i_1 -> mux2_1"
export IMPL_ys_cells=24
export IMPL_tns_ns=0
export IMPL_gp_congestion=0.778
export IMPL_fin_skew_ns=0.00533
export IMPL_synth_area_per_cell_um2=10.6
export IMPL_worstPathArrival_ns=2.20
export IMPL_wl_per_cell_um=6.63
export IMPL_synth_area_um2=254
export IMPL_outcome="finished, final reports clean"
export IMPL_fmax_mhz=483
export IMPL_core_um2=3420
export IMPL_clock_latency_ns=0.25
export IMPL_postCtsSetupBuffers=0
export IMPL_root_buffer="clkbuf_4"
export IMPL_cts_tree="built"
export IMPL_grt_max_degree=7
export IMPL_synth_cells=24
export IMPL_setup_viol=0
export IMPL_yosys_warnings=1
export IMPL_vdd_ir_drop_max_mv=0.274
export IMPL_ant_nets=0
export IMPL_antenna_found_initial=0
export IMPL_warnings=25
export IMPL_crit_type="in -> reg"
export IMPL_io_buffers=7
export IMPL_relSlewSlack=0.862
export IMPL_drv_slew=0
export IMPL_area_delta_synth_final_pct=66.5
export IMPL_r2r_end="o_cnt[3]"
export IMPL_critPathBufInv=1
export IMPL_h_tree_depth=1
export IMPL_cp_data_required_time_ns=2.53
export IMPL_grt_first_pass_wirelength_mm=1.01
export IMPL_drt_iter0_drc=6
export IMPL_fin_crit_sh=0.862
export IMPL_rows=21
export IMPL_dieArea_um2=6400
export IMPL_dr_pass1_iters=3
export IMPL_dpl_worst_slack_ns=0.0704
## sequential cells by signal, summed over array words and instances, names as in the netlist
| name | count |
|---|---|
| dir | 1 |
| o_cnt | 4 |
## power breakdown
group	switching, W	total (W)	internal (W)
Sequential	0.0000101	0.000104	0.0000940
Combinational	0.0000248	0.0000728	0.0000480
Clock	0.0000390	0.000102	0.0000631
## final cells by class
type / instances / area share
Timing Repair Buffer: 9 / 0.201
Tap cell: 46 / 0.136
Sequential cell: 5 / 0.237
Multi-Input combinational cell: 19 / 0.364
Clock buffer: 4 / 0.0621
## per-layer routing
metal  routed length, um  track usage
met5                   0            0
met4                   0      0.00352
met3                 102       0.0239
met2                 225       0.0281
met1                 222       0.0201
## how the worst max path moves through the flow
stage	startpoint	to	depth (start not counted)
6_report	i_en	o_cnt[3]	7
4_1_cts	i_en	o_cnt[3]	7
5_1_grt	i_en	o_cnt[3]	7
## metrics by stage
stage	hold WS [ns]	util	instances	cell area [um2]	power, W
2_1_floorplan	0.420	-	24	254	0.000144
3_3_place_gp	0.435	0.116	79	397	0.000179
3_5_place_dp	0.439	0.116	79	397	0.000180
4_1_cts	0.445	0.124	83	423	0.000287
5_1_grt	0.490	0.124	83	423	0.000303
6_report	0.444	0.124	83	423	0.000279
## cells by family (layout without fill, tap and decap cells)
logic type / count (synthesis) / after routing / synth area share
simple gates: 7 / 7 / 0.123
xor+xnor: 2 / 2 / 0.0690
compound gates: 4 / 4 / 0.113
fa+ha+maj: 3 / 3 / 0.177
flops: 5 / 5 / 0.394
mux: 3 / 3 / 0.123
buf+inv: 0 / 13 / 0
## synth_stat cells (all sizes together)
master,instances,area (um2)
mux2,1,11.3
xor2,1,8.76
mux2i,2,20.0
ha,2,25.0
a21o,1,7.51
a211oi,1,7.51
dfxtp,5,100
a21oi,2,13.8
nand2,1,3.75
fa,1,20.0
xnor2,1,8.76
nand2b,1,6.26
nor2,4,15.0
nor2b,1,6.26
## worst register-to-register path, delay by kind of cell (launching register included)
| family | cells | cell delay (ns) |
|---|---|---|
| AOI/OAI and AO/OA | 2 | 0.33 |
| and+or+nand+nor | 1 | 0.11 |
| DFF | 1 | 0.33 |
| muxes | 2 | 0.54 |
| adders and majority gates | 1 | 0.28 |
Power figures rest on the tool's default switching activity, not on a simulated workload.
